===== /design/flow/design.v =====
module PC (input [31:0] pc_in, input clk, rst, output reg [31:0] pc_out);
  always @(posedge clk) begin
    pc_out <= pc_in;
    if (!rst)
      pc_out <= 0;
  end
endmodule
module IFID (input f_clk, f_rst, input [31:0] f_pc, f_inst, output reg [31:0] d_pc, d_inst);
  always @(posedge f_clk) begin
    if (!f_rst) begin
      d_inst <= 0;
      d_pc   <= 0;
    end
    else begin
      d_inst <= f_inst;
      d_pc   <= f_pc;
    end
  end
endmodule
module decode (input d_clk, rst, input [31:0] inst, pc, output [31:0] i_sigext, i_pc, output [5:0] i_opcode, output [4:0] i_inst1, i_inst2, i_inst3);
  wire [31:0] sig_ext;
  wire [4:0] rs, rt, rd;
  wire [5:0] opcode;
  assign opcode = inst[31:26];
  assign rs = inst[25:21];
  assign rt = inst[20:16];
  assign rd = inst[15:11];
  assign sig_ext = (inst[15]) ? {16'hFFFF,inst[15:0]} : {16'd0,inst[15:0]};
  IDIS IDIS (d_clk, rst, pc, sig_ext, opcode, rs, rt, rd, i_pc, i_sigext, i_opcode, i_inst1, i_inst2, i_inst3);
endmodule
module IDIS (input d_clk, rst, input [31:0] d_pc, d_sigext, input [5:0] d_opcode, input [4:0] d_inst1, d_inst2, d_inst3, output reg [31:0] i_pc, i_sigext, output reg [5:0] i_opcode, output reg [4:0] i_inst1, i_inst2, i_inst3);
  always @(posedge d_clk) begin
    if (!rst) begin
      i_pc       <= 0;
      i_sigext   <= 0;
      i_opcode   <= 0;
      i_inst1    <= 0;
      i_inst2    <= 0;
    end
    else begin
      i_pc       <= d_pc;
      i_sigext   <= d_sigext;
      i_opcode   <= d_opcode;
      i_inst1    <= d_inst1;
      i_inst2    <= d_inst2;
      i_inst3    <= d_inst3;
    end
  end
endmodule
module issue(input i_clk, rst, regwrite, input [4:0] i_muxRegDst, i_inst1, i_inst2, i_inst3, input [5:0] i_opcode, input [31:0] i_sigext, i_pc, i_writedata, output [31:0] e_rd1, e_rd2, e_sigext, e_pc, output [4:0] e_inst2, e_inst3, output [1:0] e_aluop, output e_alusrc, e_regdst, e_regwrite, e_memread, e_memtoreg, e_memwrite, e_branch);
  wire [31:0] data1, data2;
  wire [1:0] aluop;
  wire branch, memread, memtoreg, memwrite, regdst, alusrc, regwrite, regwrite_out;
  ControlUnit control (i_opcode, regdst, alusrc, memtoreg, regwrite_out, memread, memwrite, branch, aluop);
  Register_Bank Registers (i_clk, regwrite, i_inst1, i_inst2, i_muxRegDst, i_writedata, data1, data2);
  ISEX ISEX (i_clk, rst, regwrite_out, memtoreg, branch, memwrite, memread, regdst, alusrc, aluop, i_pc, data1, data2, i_sigext, i_inst2, i_inst3, e_regwrite, e_memtoreg, e_branch, e_memwrite, e_memread, e_regdst, e_alusrc, e_aluop, e_pc, e_rd1, e_rd2, e_sigext, e_inst2, e_inst3);
endmodule
module ISEX(input i_clk, rst, i_regwrite, i_memtoreg, i_branch, i_memwrite, i_memread, i_regdst, i_alusrc, input [1:0] i_aluop, input [31:0] i_pc, i_rd1, i_rd2, i_sigext, input [4:0] i_inst2, i_inst3, output reg e_regwrite, e_memtoreg, e_branch, e_memwrite, e_memread, e_regdst, e_alusrc, output reg [1:0] e_aluop, output reg [31:0] e_pc, e_rd1, e_rd2, e_sigext, output reg [4:0] e_inst2, e_inst3);
  always @(posedge i_clk) begin
    if (!rst) begin
      e_regwrite <= 0;
      e_memtoreg <= 0;
      e_branch   <= 0;
      e_memwrite <= 0;
      e_memread  <= 0;
      e_regdst   <= 0;
      e_aluop    <= 0;
      e_alusrc   <= 0;
      e_pc       <= 0;
      e_rd1      <= 0;
      e_rd2      <= 0;
      e_sigext   <= 0;
      e_inst2    <= 0;
      e_inst3    <= 0;
    end
    else begin
      e_regwrite <= i_regwrite;
      e_memtoreg <= i_memtoreg;
      e_branch   <= i_branch;
      e_memwrite <= i_memwrite;
      e_memread  <= i_memread;
      e_regdst   <= i_regdst;
      e_aluop    <= i_aluop;
      e_alusrc   <= i_alusrc;
      e_pc       <= i_pc;
      e_rd1      <= i_rd1;
      e_rd2      <= i_rd2;
      e_sigext   <= i_sigext;
      e_inst2    <= i_inst2;
      e_inst3    <= i_inst3;
    end
  end
endmodule
module ControlUnit (input [5:0] opcode, output reg regdst, alusrc, memtoreg, regwrite_out, memread, memwrite, branch, output reg [1:0] aluop);
  always @(opcode) begin
    case(opcode) 
      6'd0: begin  
        regdst <= 1 ;
        alusrc <= 0 ;
        memtoreg <= 0 ;
        regwrite_out <= 1 ;
        memread <= 0 ;
        memwrite <= 0 ;
        branch <= 0 ;
        aluop <= 2 ;
      end
      6'd4: begin  
        regdst <= 0 ;
        alusrc <= 0 ;
        memtoreg <= 0 ;
        regwrite_out <= 0 ;
        memread <= 0 ;
        memwrite <= 0 ;
        branch <= 1 ;
        aluop <= 1 ;
      end
      6'd8: begin  
        regdst <= 0 ;
        alusrc <= 1 ;
        memtoreg <= 0 ;
        regwrite_out <= 1 ;
        memread <= 0 ;
        memwrite <= 0 ;
        branch <= 0 ;
        aluop <= 0 ;
      end
      6'd35: begin  
        regdst <= 0 ;
        alusrc <= 1 ;
        memtoreg <= 1 ;
        regwrite_out <= 1 ;
        memread <= 1 ;
        memwrite <= 0 ;
        branch <= 0 ;
        aluop <= 0 ;
      end
      6'd43: begin  
        regdst <= 0 ;
        alusrc <= 1 ;
        memtoreg <= 0 ;
        regwrite_out <= 0 ;
        memread <= 0 ;
        memwrite <= 1 ;
        branch <= 0 ;
        aluop <= 0 ;
      end
      default: begin  
        regdst <= 0 ;
        alusrc <= 0 ;
        memtoreg <= 0 ;
        regwrite_out <= 0 ;
        memread <= 0 ;
        memwrite <= 0 ;
        branch <= 0 ;
        aluop <= 0 ;
      end
    endcase
  end
endmodule 
module Register_Bank (input clk, regwrite, input [4:0] read1, read2, writereg, input [31:0] writedata, output [31:0] data1, data2);
  integer i;
  reg [31:0] memory [0:31];  
  initial begin
    for (i = 0; i <= 31; i++) 
      memory[i] = i;
  end
  assign data1 = (regwrite && read1==writereg) ? writedata : memory[read1];
  assign data2 = (regwrite && read2==writereg) ? writedata : memory[read2];
  always @(posedge clk) begin
    if (regwrite)
      memory[writereg] <= writedata;
  end
endmodule
module execute (input e_clk, rst, e_alusrc, e_regdst, e_regwrite, e_memread, e_memtoreg, e_memwrite, e_branch, input [31:0] e_in1, e_in2, e_sigext, e_pc, input [4:0] e_inst20_16, e_inst15_11, input [1:0] e_aluop, output [31:0] m_alures, m_addres, m_rd2, output [4:0] m_muxRegDst, output m_branch, m_zero, m_regwrite, m_memtoreg, m_memread, m_memwrite);
  wire [31:0] alu_B, e_addres, e_aluout;
  wire [3:0] aluctrl;
  wire [4:0] e_muxRegDst;
  wire e_zero;
  Add Add (e_pc, e_sigext, e_addres);
  assign alu_B = (e_alusrc) ? e_sigext : e_in2 ;
  ALU alu (aluctrl, e_in1, alu_B, e_aluout, e_zero);
  alucontrol alucontrol (e_aluop, e_sigext[5:0], aluctrl);
  assign e_muxRegDst = (e_regdst) ? e_inst15_11 : e_inst20_16;
  EXMEM EXMEM (e_clk, rst, e_regwrite, e_memtoreg, e_branch, e_zero, e_memread, e_memwrite, e_addres, e_aluout, alu_B, e_muxRegDst, m_regwrite, m_memtoreg, m_zero, m_memread, m_memwrite, m_branch, m_addres, m_alures, m_rd2, m_muxRegDst);
endmodule
module Add (input [31:0] pc, shiftleft2, output [31:0] add_result);
  assign add_result = pc + (shiftleft2 << 2);
endmodule
module alucontrol (input [1:0] aluop, input [5:0] funct, output [3:0] alucontrol);
  reg [3:0] alucontrol;
  always @(aluop or funct) begin
    case (aluop)
      0: alucontrol <= 4'd2;  
      1: alucontrol <= 4'd6;  
      default: begin
        case (funct)
          32: alucontrol <= 4'd2;  
          34: alucontrol <= 4'd6;  
          36: alucontrol <= 4'd0;  
          37: alucontrol <= 4'd1;  
          39: alucontrol <= 4'd12;  
          42: alucontrol <= 4'd7;  
          default: alucontrol <= 4'd15;  
        endcase
      end
    endcase
  end
endmodule
module ALU (input [3:0] alucontrol, input [31:0] A, B, output [31:0] aluout, output zero);
  reg [31:0] aluout;
  assign zero = (aluout == 0); 
  always @(alucontrol, A, B) begin
    case (alucontrol)
      0: aluout <= A & B;  
      1: aluout <= A | B;  
      2: aluout <= A + B;  
      6: aluout <= A - B;  
      7: aluout <= A < B ? 32'd1:32'd0;  
      12: aluout <= ~(A | B);  
      default: aluout <= 0;  
    endcase
  end
endmodule
module EXMEM (input e_clk, rst, e_regwrite, e_memtoreg, e_branch, e_zero, e_memread, e_memwrite, input [31:0] e_addres, e_alures, e_rd2, input [4:0] e_muxRegDst, output reg m_regwrite, m_memtoreg, m_zero, m_memread, m_memwrite, m_branch, output reg [31:0] m_addres, m_alures, m_rd2, output reg [4:0] m_muxRegDst);
  always @(posedge e_clk) begin
    if (!rst) begin
      m_regwrite  <= 0;
      m_memtoreg  <= 0;
      m_addres    <= 0;
      m_zero      <= 0;
      m_alures    <= 0;
      m_rd2       <= 0;
      m_muxRegDst <= 0;
      m_memread   <= 0;
      m_memwrite  <= 0;
      m_branch    <= 0;
    end
    else begin
      m_regwrite  <= e_regwrite;
      m_memtoreg  <= e_memtoreg;
      m_addres    <= e_addres;
      m_zero      <= e_zero;
      m_alures    <= e_alures;
      m_rd2       <= e_rd2;
      m_muxRegDst <= e_muxRegDst;
      m_memread   <= e_memread;
      m_memwrite  <= e_memwrite;
      m_branch    <= e_branch;
    end
  end
endmodule
module memory (input m_clk, rst, m_branch, m_zero, m_regwrite, m_memtoreg, m_memread, m_memwrite, input [31:0] m_alures, writedata, input [4:0] m_muxRegDst, output [31:0] w_readdata, w_alures, output w_memtoreg, w_regwrite, pc_src, output [4:0] w_muxRegDst);
  wire [31:0] m_readdata;
  reg [31:0] memory [0:127]; 
  integer i;
  initial begin
    for (i = 0; i <= 127; i++) 
      memory[i] = i;
  end
  assign pc_src = (m_zero & m_branch) ? 1 : 0; 
  assign m_readdata = (m_memread) ? memory[m_alures[31:2]] : 0;
  always @(posedge m_clk) begin
    if (m_memwrite)
      memory[m_alures[31:2]] = writedata;
  end
  MEMWB MEMWB (m_clk, rst, m_regwrite, m_memtoreg, m_readdata, m_alures, m_muxRegDst, w_readdata, w_alures, w_muxRegDst, w_regwrite, w_memtoreg); 
endmodule
module MEMWB (input m_clk, rst, m_regwrite, m_memtoreg, input [31:0] m_readData, m_alures, input [4:0] m_muxRegDst,output reg [31:0] w_readData, w_alures, output reg [4:0] w_muxRegDst, output reg w_regwrite, w_memtoreg);
  always @(posedge m_clk) begin
    if (!rst) begin
      w_readData  <= 0;
      w_alures    <= 0;
      w_regwrite  <= 0;
      w_memtoreg  <= 0;
      w_muxRegDst <= 0;
    end
    else begin
      w_readData  <= m_readData;
      w_alures    <= m_alures;
      w_regwrite  <= m_regwrite;
      w_memtoreg  <= m_memtoreg;
      w_muxRegDst <= m_muxRegDst;
    end
  end
endmodule
module writeback (input [31:0] readdata, aluout, input memtoreg, output [31:0] write_data);
  assign write_data = (memtoreg) ? readdata : aluout;
endmodule
module fetch (input rst, clk, pc_src, input [31:0] add_res, output [31:0] d_inst, d_pc);
  wire [31:0] pc, new_pc, pc_4;
  wire [31:0] inst;
  assign pc_4 = 4 + pc;
  assign new_pc = (pc_src) ? add_res : pc_4;
  PC program_counter(new_pc, clk, rst, pc);
  reg [31:0] inst_mem [0:31];
  assign inst = inst_mem[pc[31:2]];
  IFID IFID (clk, rst, pc_4, inst, d_pc, d_inst);
  initial begin
    inst_mem[0] <= 32'h00000000;  
    inst_mem[1] <= 32'h200a0005;  
    inst_mem[2] <= 32'h200b0007;  
    inst_mem[3] <= 32'h200c0002;  
    inst_mem[4] <= 32'h200d0003;  
    inst_mem[5] <= 32'h014b5020;  
    inst_mem[6] <= 32'h016c5820;  
    inst_mem[7] <= 32'h018c6020;  
    inst_mem[8] <= 32'h01aa6820;  
  end
endmodule
module pipemips (input clk, rst, output [31:0] reg_writedata);
  wire [31:0] d_inst, d_pc, i_pc, e_pc, e_rd1, e_rd2, sig_ext, e_sig_ext, write_data, m_addres, add_res, m_alures, m_readdata, w_readData, w_alures, reg_writedata;
  wire e_regwrite, e_memtoreg, e_branch, e_memwrite, e_memread, e_regdst, e_alusrc, m_regWrite, m_memtoreg, m_zero, m_memread, m_memwrite, w_regwrite, w_memtoreg, m_branch;
  wire [1:0] e_aluop;
  wire [4:0] i_inst1, i_inst2, i_inst3, e_inst2, e_inst3, e_muxRegDst, m_muxRegDst, w_muxRegDst;
  wire [5:0] i_opcode;
  fetch fetch (rst, clk, pc_src, m_addres, d_inst, d_pc);
  decode decode (clk, rst, d_inst, d_pc, sig_ext, i_pc, i_opcode, i_inst1, i_inst2, i_inst3);
  issue issue (clk, rst, w_regwrite, w_muxRegDst, i_inst1, i_inst2, i_inst3, i_opcode, sig_ext, i_pc, reg_writedata, e_rd1, e_rd2, e_sig_ext, e_pc, e_inst2, e_inst3, e_aluop, e_alusrc, e_regdst, e_regwrite, e_memread, e_memtoreg, e_memwrite, e_branch);
  execute execute (clk, rst, e_alusrc, e_regdst, e_regwrite, e_memread, e_memtoreg, e_memwrite, e_branch, e_rd1, e_rd2, e_sig_ext, e_pc, e_inst2, e_inst3, e_aluop, m_alures, m_addres, write_data, m_muxRegDst, m_branch, m_zero, m_regwrite, m_memtoreg, m_memread, m_memwrite);
  memory memory (clk, rst, m_branch, m_zero, m_regwrite, m_memtoreg, m_memread, m_memwrite, m_alures, write_data, m_muxRegDst, w_readData, w_alures, w_memtoreg, w_regwrite, pc_src, w_muxRegDst);
  writeback writeback (w_readData, w_alures, w_memtoreg, reg_writedata);
endmodule

===== /design/flow/constraint.sdc =====
current_design pipemips

set clk_period 16.7
set clk_io_pct 0.2

create_clock -name clk0 -period $clk_period [get_ports {clk}]

set non_clock_inputs [all_inputs -no_clocks]
set_input_delay [expr $clk_period * $clk_io_pct] -clock clk0 $non_clock_inputs
set_output_delay [expr $clk_period * $clk_io_pct] -clock clk0 [all_outputs]

===== /design/flow/run.sh =====
#!/bin/bash
# OpenROAD 26Q1-2900-gdf79404cd8, Yosys 0.63+post, stock flow scripts
make -C /OpenROAD-flow-scripts/flow DESIGN_CONFIG=/design/flow/config.mk WORK_HOME=/design/flow/orfs finish

===== /design/flow/config.mk =====
export PLATFORM = sky130hd
export DESIGN_NAME = pipemips
export DESIGN_NICKNAME = pipemips
export VERILOG_FILES = /design/flow/design.v
export SDC_FILE = /design/flow/constraint.sdc
export NUM_CORES = 4
export LEC_CHECK = 1
export CORE_UTILIZATION = 50
export SYNTH_HDL_FRONTEND = slang

==> impl_metrics.toml <==
# generated from flow reports
[status]
status = "finished clean"

[flow_run]
max_cap_violations = 0
warning_count = 92

[route]
num_vias = 20327
wl_per_cell_um = 27.5
postRouteAntennaNets = 0
drc_errors = 0
wirelength_mm = 89.2
vias_per_cell = 6.27
drt_pre_antenna_iters = 5
drt-initial-drc-count = 1320

[logic_synthesis]
synth_flops = 701
synth_area_mm2 = 0.0343
area_leaders = "edfxtp_1, mux4_2, dfxtp_1, ha_1, nand2_1"
syn_inst = 2302
netlist_top_cells_count = "edfxtp_1, mux4_2, dfxtp_1"
synth_top_cell_by_count = "edfxtp_1"
ys_seq_share_pct = 56.0
syn_avg_cell_area_um2 = 14.9
yosys-stat-cells = 2302
synth_top_area_share_pct = 45.2
synth.distinct_cells = 93
yosysWarnings = 0
ys_async_sr_fraction_pct = 0
edf_count = 516
top_area_cell = "edfxtp_1"
synth-main-ff-cell = "edfxtp_1"
synth_chip_area_mm2 = 0.0343

[sta]
timing.hold.ws_ns = 0.418
hold_viol_final = 0
finalSetupViolCount = 0
worst_pin_slew_ns = 0.848
relSlewSlack_pct = 43.3
slew_viol_final = 0
rsz0062_at_grt = "no"
fin_tns_setup_ns = 0
finalCriticalPeriod_ns = 5.33
skew_ns = 0.0253
worst_slack_ns = 11.37
max_freq_mhz = 187
fin_crit_sh_pct = 31.9

[pwr]
p_leak_nw = 12.7
peakVddDrop_uv = 69.1
p_seq_share_pct = 49.2
internal_power_mw = 3.00
clkPwrFrac_pct = 42.1
p_sw_mw = 0.908
finalPower_mw = 3.91
power_density_mw_per_mm2 = 103
swShare_pct = 23.2
combPwrFrac_pct = 8.7

[placement]
port_buffers = 33
place.gp.congestion = 0.985
post-place-ws_ns = 11.59
hpwl_mm = 53.2
place_area_mm2 = 0.0355
dp_cells = 3103

[critical_path]
path_buffers = 1
path_delay_family = "flip-flops"
path_cells = "clkdlybuf4s50_1"
critPathMaxStageDelay_ns = 0.77
startpoint_type = "flip-flop"
crit_path_top_delay_cell = "dfxtp_1"
critPathArrivalTime_ns = 1.99
critical_path_class = "flip-flop to output port"
cp.required_ns = 13.36
critPathMaxFanout = 19
endpoint_kind = "output port"

[clock_network]
cts-resized-gates = 0
cts_tree = "yes"
root_buffer = "clkbuf_16"
numCtsBuffers = 76
clk_pin_slew_ns = 0.06
clock-sinks = 701
cts_hold_buf = 0
cts_setup_buffers = 0
clock_path_buffers = 3
clk_latency_ns = 0.62
htree_levels = 3

[min_path]
hold_class = "flip-flop to flip-flop"

[finish]
final_cell_area_mm2 = 0.0380
fin_util_pct = 56.3
drive_above_1_share_pct = 23.2
stdcell_count = 3244
area_delta_synth_final_pct = 10.9
fill_cells = 5151

[grt]
antenna_found_initial = 0
grt_use_total_pct = 29.0
grt_pass1_vias = 21990
overflow = 0
grt_max_degree = 56
grt_pass1_wl_mm = 136

[floorplanning]
design.die.area_mm2 = 0.0696
fp.dieH_um = 264
std_cell_rows = 95
num_io_pins = 34
core_util_floorplan_pct = 50.8
dieWidth_um = 264
core_mm2 = 0.0675
layer usage:
layer	track usage, %	up-vias	wire [µm]
li1	-	9004	-
met1	40.3	10057	32200
met2	43.3	1108	42700
met3	16.0	158	11900
met4	6.36	0	2390
met5	0.277	-	0
layout by cell type, fill, tap and decap left out, types with 9 or more instances in the layout:
| master | n |
|---|---|
| edfxtp_1 | 516 |
| mux4_2 | 320 |
| nand2_1 | 180 |
| dfxtp_1 | 177 |
| ha_1 | 101 |
| inv_1 | 97 |
| nor2_1 | 94 |
| clkbuf_16 | 79 |
| a21oi_1 | 74 |
| and2_1 | 69 |
| a21boi_0 | 67 |
| buf_4 | 59 |
| o21ai_0 | 54 |
| nand2b_1 | 36 |
| clkdlybuf4s50_1 | 32 |
| a221oi_1 | 29 |
| nor3_1 | 21 |
| clkbuf_1 | 19 |
| nor2b_1 | 18 |
| a21o_1 | 15 |
| mux2i_1 | 14 |
| clkinv_2 | 14 |
| a31oi_1 | 14 |
| nor2_4 | 13 |
| xnor2_1 | 13 |
| clkinv_1 | 13 |
| nand3_1 | 11 |
| nor4_1 | 10 |
| o31ai_1 | 9 |
power groups by stage:
stage         clock network, mW  logic, mW  registers, mW
finish                     1.65      0.340           1.92
global route               1.75      0.374           1.93
CTS                        1.68      0.339           1.92
path summary, 6_finish.rpt:
kind / slack [ns] / end / from / depth (start not counted)
max: 11.37 / reg_writedata[10] / memory.MEMWB.w_alures[10]$_SDFF_PN0_ / 1
min: 0.42 / memory.MEMWB.w_alures[9]$_SDFF_PN0_ / execute.EXMEM.m_alures[9]$_SDFF_PN0_ / 1
max reg2reg: 12.68 / execute.EXMEM.m_alures[31]$_SDFF_PN0_ / issue.ISEX.e_alusrc$_SDFF_PN0_ / 13
min reg2reg: 0.42 / memory.MEMWB.w_alures[9]$_SDFF_PN0_ / execute.EXMEM.m_alures[9]$_SDFF_PN0_ / 1
logic make-up (layout without fill, tap and decap cells):
kind of cell    Yosys count  count (layout)  synth area share, %
compound gates          364             364                 7.53
xor+xnor                 21              21                0.536
fa+ha+maj               103             103                 3.80
buf+inv                 264             332                 3.29
flops                   701             701                 56.0
mux                     334             334                 21.4
other cells               0               1                    0
simple gates            515             515                 7.42
flip-flops by register name, summed over array words and instances (netlist names), 7 cells and up:
name                    count
issue.ISEX.e_rd1           32
issue.ISEX.e_rd2           32
execute.EXMEM.m_alures     32
issue.Registers.memory    512
issue.ISEX.e_sigext         7
memory.MEMWB.w_alures      32
fetch.IFID.d_inst          12
area by class of cell:
| type | count | area (µm²) | share of cell area [%] |
|---|---|---|---|
| inverters | 101 | 380 | 1.00 |
| clock inverters | 37 | 343 | 0.902 |
| multi-input cells | 1337 | 14100 | 37.1 |
| well taps | 873 | 1090 | 2.87 |
| clock buffers | 103 | 2120 | 5.57 |
| repair buffers | 91 | 763 | 2.01 |
| flip-flops and latches | 701 | 19200 | 50.6 |
| diodes | 1 | 2.50 | 0.00658 |
Power and IR drop assume default switching activity.
